==> ./design.v <==
module project5_digital_design(clock, reset, carew, LightOut);
	input         clock, reset, carew;
	output [5:0] LightOut;
	reg [5:0] fsm_state;
	reg pressed;
	reg [25:0] count;
	reg [25:0] count2;
	reg NS, EW;
	parameter [5:0] GNS = 6'b100001, YNS  = 6'b010001, GEW = 6'b001100;
	parameter [5:0] YEW = 6'b001010, ALLRED = 6'b001001;
	initial count = 26'b0;
	always@(posedge clock or negedge reset) begin
		if(reset == 1'b0)
			fsm_state <= GNS;
		else begin
				case(carew)
					1'b0: 
						pressed = pressed;
					1'b1: 	
						pressed = 1;
					default: pressed = 1'bx;
				endcase
				case(fsm_state)
					GNS: begin
						if (pressed == 1'b1) begin
							count <= count + 1;
							if (count == 26'b11111111111111111111111111) begin
								fsm_state <= YNS;
								pressed <= 0;
								count <= 0;
							   NS <= 1;
							end
						end
					end
					YNS:begin
						count = count + 1;
						if (count == 26'b11111111111111111111111111) begin
							fsm_state <= ALLRED;
							pressed <= 0;
							count <= 0;
						end
					end
					GEW:begin
						count = count + 1;
						count2 = count2;
						if (count == 26'b11111111111111111111111111) begin
							fsm_state <= GEW;
							count <= 0;
							pressed <= 0;
							count2 <= count2 + 1'b1;
							EW <= 1;
						end
						else if (count2 == 26'b00000000000000000000010000)begin
							count2 <= 0;
							fsm_state <= YEW;
							pressed <= 0;
						end
					end
					YEW:begin
						count = count + 1;
						if (count == 26'b11111111111111111111111111) begin
							fsm_state <= ALLRED;
							pressed <= 0;
							count <= 0;
						end
					end
					ALLRED:begin
						count = count + 1;
						if (count == 26'b11111111111111111111111111) begin
							fsm_state <= ALLRED;
							count <= 0;
							pressed <= 0;
							count2 <= count2 + 1'b1;
						end
						else if(count2 == 26'b00000000000000000000000010)begin
							if(NS == 1'b1)begin
								NS <= 0;
								count2 <= 0;
								fsm_state <= GEW;
							end
							else if(EW == 1'b1)begin
								EW <= 0;
								count2 <= 0;
								fsm_state <= GNS;
							end
						end
					end
					default: fsm_state <= 6'bx;
				endcase
		end
	end
	assign LightOut = fsm_state;  
endmodule
==> ./run.sh <==
#!/bin/bash
# OpenROAD 26Q1-2900-gdf79404cd8, Yosys 0.63+post, stock flow scripts
make -C /OpenROAD-flow-scripts/flow DESIGN_CONFIG=/design/flow/config.mk WORK_HOME=/design/flow/orfs finish
==> ./config.mk <==
export PLATFORM = sky130hd
export DESIGN_NAME = project5_digital_design
export DESIGN_NICKNAME = project5_digital_design
export VERILOG_FILES = /design/flow/design.v
export SDC_FILE = /design/flow/constraint.sdc
export NUM_CORES = 4
export LEC_CHECK = 1
export CORE_UTILIZATION = 50
==> ./constraint.sdc <==
current_design project5_digital_design

set clk_period 5.6
set clk_io_pct 0.2

create_clock -name clk0 -period $clk_period [get_ports {clock}]

set non_clock_inputs [all_inputs -no_clocks]
set_input_delay [expr $clk_period * $clk_io_pct] -clock clk0 $non_clock_inputs
set_output_delay [expr $clk_period * $clk_io_pct] -clock clk0 [all_outputs]
==> flow_metrics.tcl <==
# implementation run metrics
set metrics [dict create \
    status "finished clean" \
    cellLeakagePower_uw 0.00137 \
    avgSynthCellArea_um2 9.82 \
    ioPinCount 9 \
    place.gp.congestion 0.824 \
    routed_via_density 5.49 \
    io_buffers 8 \
    edf_count 55 \
    crit_slowest_cell "nor3_1" \
    ys_ff 61 \
    drt-total-wl_mm 7.25 \
    crit_type "flop to flop" \
    h-tree-depth 3 \
    drv_cap 0 \
    vias 2716 \
    rsz0062_at_grt "no" \
    antenna_found_initial 0 \
    track_usage_pct 21.4 \
    synthCells 377 \
    synthTopLogicFamily "simple AND/OR/NAND/NOR gates" \
    aoi_share_pct 6.72 \
    power_density_nw_per_um2 325 \
    coreArea_um2 7210 \
    fin_crit_sh_pct 67.2 \
    clk_pin_slew_worst_paths_ps 70 \
    tns_ps 0 \
    ys_types 51 \
    grt_max_degree 27 \
    avgRoutedWirePerCell_um 14.7 \
    comb_area_um2 1820 \
    grt_pass1_vias 2616 \
    syn2layout_area_growth_pct 10.9 \
    die.size.y_um 88.1 \
    ys_warn_count 1 \
    ys_sh_xor_pct 11.4 \
    cp.required_ps 5600 \
    ys_sh_simple_pct 28.9 \
    tritoncts "built" \
    adder_share_pct 1.69 \
    cts_buffers 9 \
    clock_sinks 61 \
    ff_latch_area_um2 1800 \
    ff_type "edfxtp_1" \
    fmax_mhz 266 \
    drive_gt1_share_pct 8.08 \
    dr.pass1.iters 4 \
    crit_start "count[4]" \
    dieArea_um2 7760 \
    path_cells "nand4_1 -> nor3_1 -> nand2_1 -> mux2_2 -> and4_1 -> nand2_1 -> buf_4 -> a21oi_2 -> buf_4" \
    relSlewSlack_pct 58.7 \
    worstMarginPinSlew_ps 614 \
    cts_setup_buffers 0 \
    synth_stat.cells 377 \
    drc 0 \
    critPathMaxStageDelay_ps 720 \
    reg2reg_from "count[4]" \
    fin_crit_ps 3770 \
    async_flop_share_pct 9.84 \
    cts_buffer_depth 2 \
    syn-cell-area_um2 3700 \
    grt_pass1_wl_mm 12.3 \
    drt_iter0_drc 176 \
    warnings 28 \
    num_antenna_cells 0 \
    min_from "pressed" \
    finalSetupViolations 0 \
    crit_path_end_kind "flop" \
    hold_viol 0 \
    fin_worst_skew_ps 9.75 \
    place_inst 479 \
    post-route-util_pct 56.9 \
    overflow 0 \
    crit_path_start_kind "flop" \
    fp_util_pct 51.3 \
    synthMuxAreaShare_pct 0.304 \
    nFillCells 615 \
    hold_class "flop to flop" \
    antenna_left 0 \
    final_cells 495 \
    critical_path.max_fanout 26 \
    ctsResizeCount 0 \
    ys_seq_share_pct 48.7 \
    irDropWorstVdd_uv 238 \
    num_rows 31 \
    dieWidth_um 88.1 \
    clock_insertion_delay_worst_skew_ps 340 \
    ctsHoldBuffers 0 \
    cts_root_buffer "clkbuf_8" \
    drv_slew 0 \
    hpwl_mm 5.02 \
    ys_area_um2 3700 \
    worstPathArrival_ps 3770 \
]
-- flip-flops by register name, indices dropped and copies added (netlist names) --
signal     count
fsm_state      6
NS             1
count         26
count2        26
EW             1
pressed        1
-- cell type report --
type / instances / share of cell area, %
Multi-Input combinational cell: 299 / 44.2
Sequential cell: 61 / 43.9
Inverter: 8 / 0.731
Clock inverter: 7 / 2.41
Clock buffer: 9 / 3.02
Timing Repair Buffer: 12 / 2.68
Tap cell: 99 / 3.02
-- kinds of logic after synthesis --
group,Yosys count
and+or+nand+nor,209
xor gates and xnor gates,48
muxes,1
AOI/OAI and AO/OA,36
buffers and inverters,17
adders and majority gates,5
DFF,61
-- final timing paths --
path                                 to  slack, ps  cells past startpoint
max in group asynchronous  fsm_state[5]       4160                      1
setup reg to reg             count2[22]       1830                      9
setup / recovery             count2[22]       1830                      9
min in group asynchronous  fsm_state[4]       1100                      1
hold / removal                  pressed        600                      2
hold reg to reg                 pressed        600                      2
-- stage by stage --
stage / power, µW / instance area (µm²) / worst slack (ps) / hold WS, ps
final: 1330 / 4110 / 1830 / 605
after global routing: 1410 / 4110 / 1600 / 654
after detailed placement: 904 / 3880 / 1890 / 588
after CTS: 1350 / 4110 / 1870 / 608
after floorplan: 832 / 3700 / 1810 / 547
after global placement: 902 / 3880 / 1990 / 585
-- power breakdown --
| group | internal, µW | switching [µW] |
|---|---|---|
| Combinational | 103 | 149 |
| Clock | 253 | 182 |
| Sequential | 581 | 66.3 |
| Total | 937 | 397 |
-- routing by layer --
layer / vias to the layer above / part of all wire, % / GRT usage, %
met5: - / 0 / 0
met2: 46 / 46 / 32.1
met3: 6 / 3.3 / 3.05
met1: 1272 / 50 / 36.2
met4: 0 / 0.95 / 3.52
li1: 1392 / - / -
-- placed cells by master, fill, tap and decap left out, types with 4 or more instances in the layout --
master / count
nand3_1: 26
and2_1: 4
inv_1: 8
buf_4: 4
xor2_1: 22
clkdlybuf4s50_1: 8
clkbuf_8: 9
ha_1: 5
nand4_1: 11
and3_1: 8
nor3_1: 13
o21ai_0: 9
xnor2_1: 26
or3_1: 4
nor4_1: 10
nand2_1: 37
dfrtp_1: 4
a21oi_1: 8
edfxtp_1: 55
nor2_1: 74
-- cells in the mapped netlist, types with 2 or more instances --
library cell	number	area, µm²
nor4_1	10	62.6
nor3_1	13	65.1
nor3b_1	3	22.5
o211ai_1	3	22.5
a21oi_1	9	45.0
dfrtp_1	4	100
nor2_1	74	278
and4_1	3	26.3
dfstp_2	2	52.6
nand3_1	26	130
nand3b_1	2	15.0
nand4_1	11	68.8
or3_1	4	25.0
xor2_1	22	193
nand2_1	37	139
inv_1	8	30.0
buf_6	2	22.5
o21ai_0	9	45.0
and2_1	4	25.0
a21o_1	2	15.0
nor4_4	2	42.5
edfxtp_1	55	1650
ha_1	5	62.6
xnor2_1	26	228
o21a_1	2	15.0
buf_2	4	20.0
nand4b_1	2	17.5
nor2b_1	3	18.8
and3_1	8	50.1
-- worst max-delay path, delay by kind of cell, from the launching register on --
family,cells,cell delay [ps]
AND-OR/OR-AND,1,140
buffers and inverters,2,620
flip-flops,1,470
multiplexers,1,280
AND/OR/NAND/NOR,5,1890
Power figures rest on the tool's default switching activity, not on a simulated workload.
